==> flow/design.v <==
module LCD(
    input clk,
    input [3:0] H1,
    input [3:0] H0, 
    input [3:0] M1,
    input [3:0] M0,
    input [3:0] S1,
    input [3:0] S0,
    output reg LCD7,
    output reg LCD6,
    output reg LCD5,
    output reg LCD4,
    output reg LCD3,
    output reg LCD2,
    output reg LCD1,
    output reg LCD0,
    output reg E,
    output reg RS,
    output reg RW
    );
    reg [7:0] LCDH1, LCDH0, LCDM1, LCDM0, LCDS1, LCDS0;
    always @ (posedge clk) begin
        case (H1)
            'd0: LCDH1 <= 'b00110000; 
            'd1: LCDH1 <= 'b00110001; 
            'd2: LCDH1 <= 'b00110010; 
            'd3: LCDH1 <= 'b00110011; 
            'd4: LCDH1 <= 'b00110100; 
            'd5: LCDH1 <= 'b00110101; 
            'd6: LCDH1 <= 'b00110110; 
            'd7: LCDH1 <= 'b00110111; 
            'd8: LCDH1 <= 'b00111000; 
            'd9: LCDH1 <= 'b00111001; 
            default: LCDH1 <= 'b00110000; 
        endcase
        case (H0)
            'd0: LCDH0 <= 'b00110000; 
            'd1: LCDH0 <= 'b00110001; 
            'd2: LCDH0 <= 'b00110010; 
            'd3: LCDH0 <= 'b00110011; 
            'd4: LCDH0 <= 'b00110100; 
            'd5: LCDH0 <= 'b00110101; 
            'd6: LCDH0 <= 'b00110110; 
            'd7: LCDH0 <= 'b00110111; 
            'd8: LCDH0 <= 'b00111000; 
            'd9: LCDH0 <= 'b00111001; 
            default: LCDH0 <= 'b00110000; 
        endcase
        case (M1)
            'd0: LCDM1 <= 'b00110000; 
            'd1: LCDM1 <= 'b00110001; 
            'd2: LCDM1 <= 'b00110010; 
            'd3: LCDM1 <= 'b00110011; 
            'd4: LCDM1 <= 'b00110100; 
            'd5: LCDM1 <= 'b00110101; 
            'd6: LCDM1 <= 'b00110110; 
            'd7: LCDM1 <= 'b00110111; 
            'd8: LCDM1 <= 'b00111000; 
            'd9: LCDM1 <= 'b00111001; 
            default: LCDM1 <= 'b00110000; 
        endcase
        case (M0)
            'd0: LCDM0 <= 'b00110000; 
            'd1: LCDM0 <= 'b00110001; 
            'd2: LCDM0 <= 'b00110010; 
            'd3: LCDM0 <= 'b00110011; 
            'd4: LCDM0 <= 'b00110100; 
            'd5: LCDM0 <= 'b00110101; 
            'd6: LCDM0 <= 'b00110110; 
            'd7: LCDM0 <= 'b00110111; 
            'd8: LCDM0 <= 'b00111000; 
            'd9: LCDM0 <= 'b00111001; 
            default: LCDM0 <= 'b00110000; 
        endcase
        case (S1)
            'd0: LCDS1 <= 'b00110000; 
            'd1: LCDS1 <= 'b00110001; 
            'd2: LCDS1 <= 'b00110010; 
            'd3: LCDS1 <= 'b00110011; 
            'd4: LCDS1 <= 'b00110100; 
            'd5: LCDS1 <= 'b00110101; 
            'd6: LCDS1 <= 'b00110110; 
            'd7: LCDS1 <= 'b00110111; 
            'd8: LCDS1 <= 'b00111000; 
            'd9: LCDS1 <= 'b00111001; 
            default: LCDS1 <= 'b00110000; 
        endcase
        case (S0)
            'd0: LCDS0 <= 'b00110000; 
            'd1: LCDS0 <= 'b00110001; 
            'd2: LCDS0 <= 'b00110010; 
            'd3: LCDS0 <= 'b00110011; 
            'd4: LCDS0 <= 'b00110100; 
            'd5: LCDS0 <= 'b00110101; 
            'd6: LCDS0 <= 'b00110110; 
            'd7: LCDS0 <= 'b00110111; 
            'd8: LCDS0 <= 'b00111000; 
            'd9: LCDS0 <= 'b00111001; 
            default: LCDS0 <= 'b00110000; 
        endcase
    end
    reg [20:0] licznik = 0; 
    reg [7:0] LCD_out;
    reg on = 0;
    always @ (posedge clk) begin
        licznik <= licznik + 1;
        if(on == 0)begin
            if(licznik == 1000000)begin 
                LCD_out <= 8'b00111000;  
                RS <= 0;
                RW <= 0;
            end
            else if(licznik == 1000004)begin
                E <= 1;
            end
            else if(licznik == 1000016)begin 
                E <= 0;
            end
            else if(licznik == 1300016)begin 
                LCD_out <= 8'b00111000;  
                RS <= 0;
                RW <= 0;
            end
            else if(licznik == 1300020)begin
                E <= 1;
            end
            else if(licznik == 1300032)begin 
                E <= 0;
            end
            else if(licznik == 1302032)begin 
                LCD_out <= 8'b00000110;  
                RS <= 0;
                RW <= 0;
            end
            else if(licznik == 1302036)begin
                E <= 1;
            end
            else if(licznik == 1302048)begin 
                E <= 0;
            end
            else if(licznik == 1304048)begin 
                LCD_out <= 8'b00001100;  
                RS <= 0;
                RW <= 0;
            end
            else if(licznik == 1304052)begin
                E <= 1;
            end
            else if(licznik == 1304064)begin 
                E <= 0;
            end
            else if(licznik == 1306064)begin 
                LCD_out <= 8'b00000001;  
                RS <= 0;
                RW <= 0;
            end
            else if(licznik == 1306068)begin
                E <= 1;
            end
            else if(licznik == 1306080)begin 
                E <= 0;
                on <= 0;
            end
            else if(licznik == 1391080)begin 
                on <= 1;
                licznik <= 0;
            end
        end
        else begin
            if(licznik == 2000)begin 
                LCD_out <= LCDH1;  
                RS <= 1;
                RW <= 0;
            end
            else if(licznik == 2004)begin
                E <= 1;
            end
            else if(licznik == 2016)begin 
                E <= 0;
            end
            else if(licznik == 4016)begin 
                LCD_out <= LCDH0;  
                RS <= 1;
                RW <= 0;
            end
            else if(licznik == 4020)begin
                E <= 1;
            end
            else if(licznik == 4032)begin 
                E <= 0;
            end
            else if(licznik == 6032)begin 
                LCD_out <= 8'b00111010;  
                RS <= 1;
                RW <= 0;
            end
            else if(licznik == 6036)begin
                E <= 1;
            end
            else if(licznik == 6048)begin 
                E <= 0;
            end
            else if(licznik == 8048)begin 
                LCD_out <= LCDM1; 
                RS <= 1;
                RW <= 0;
            end
            else if(licznik == 8052)begin
                E <= 1;
            end
            else if(licznik == 8064)begin 
                E <= 0;
            end
            else if(licznik == 10064)begin 
                LCD_out <= LCDM0;  
                RS <= 1;
                RW <= 0;
            end
            else if(licznik == 10068)begin
                E <= 1;
            end
            else if(licznik == 10080)begin 
                E <= 0;
            end
            else if(licznik == 12080)begin 
                LCD_out <= 8'b00111010;  
                RS <= 1;
                RW <= 0;
            end
            else if(licznik == 12084)begin
                E <= 1;
            end
            else if(licznik == 12096)begin 
                E <= 0;
            end
            else if(licznik == 14096)begin 
                LCD_out <= LCDS1;  
                RS <= 1;
                RW <= 0;
            end
            else if(licznik == 14100)begin
                E <= 1;
            end
            else if(licznik == 14112)begin 
                E <= 0;
            end
            else if(licznik == 16112)begin 
                LCD_out <= LCDS0; 
                RS <= 1;
                RW <= 0;
            end
            else if(licznik == 16116)begin
                E <= 1;
            end
            else if(licznik == 16128)begin 
                E <= 0;
            end
            else if(licznik == 18128)begin
                LCD_out <= 8'b10000000;  
                RS <= 0;
                RW <= 0;
            end
            else if(licznik == 18132)begin
                E <= 1;
            end
            else if(licznik == 18144)begin 
                E <= 0;
                licznik <= 0;
            end
        end
        {LCD7,LCD6,LCD5,LCD4,LCD3,LCD2,LCD1,LCD0} <= LCD_out;  
    end
endmodule
module main (
    input clk,
    input start,
    input reset,
    output E,
    output RS,
    output RW,
    output LCD7,
    output LCD6,
    output LCD5,
    output LCD4,
    output LCD3,
    output LCD2,
    output LCD1,
    output LCD0);
    wire [3:0] H1, H0, M1, M0, S1, S0;
    sekundnik MAINsekundnik(clk,start,reset,H1,H0,M1,M0,S1,S0);
    LCD MAINLCD(clk,H1,H0,M1,M0,S1,S0,LCD7,LCD6,LCD5,LCD4,LCD3,LCD2,LCD1,LCD0,E,RS,RW);
endmodule
module sekundnik(
    input clk, 
    input start_button,
    input reset,
    output reg [3:0] H1,
    output reg [3:0] H0,
    output reg [3:0] M1,
    output reg [3:0] M0,
    output reg [3:0] S1,
    output reg [3:0] S0
    );
    reg [25:0] sekunda = 0; 
    reg plus;
    reg start;
    always @(posedge clk)
    begin
            start <= start_button;
    end
    always @(posedge clk or posedge reset)
    begin
        if(reset == 1) 
            sekunda <= 0;
        else if(sekunda == 50000000) 
            sekunda <= 0;
        else if(start == 1)
            sekunda <= sekunda + 1;
    end
    always @(*)
    begin
        if(sekunda == 50000000) 
            plus <= 'b1;
        else    
            plus <= 'b0;
    end
    always @(posedge clk or posedge reset)
    begin
        if(reset == 1)  
        begin
            H1 <= 0;
            H0 <= 0;
            M1 <= 0;
            M0 <= 0;
            S1 <= 0;
            S0 <= 0;
        end
        else if (plus == 1) 
        begin 
            if(S0 == 9)
            begin
                S0 <= 0;
                if(S1 == 5)
                begin
                    S1 <= 0;
                    if(M0 == 9)
                    begin
                        M0 <= 0;
                        if(M1 == 5)
                        begin
                            M1 <= 0;
                            if(H0 == 9 || (H1 == 2 && H0 == 3)) 
                            begin
                                H0 <= 0;
                                if(H1 == 2 && H0 == 3) 
                                    H1 <= 0; 
                                else
                                    H1 <= H1 + 1;
                            end 
                            else
                                H0 <= H0 + 1;
                        end
                        else
                            M1 <= M1 + 1;
                    end
                    else
                        M0 <= M0 + 1;
                end
                else
                    S1 <= S1 + 1;
            end 
            else    
                S0 <= S0 + 1;
        end
    end
endmodule
==> flow/run.sh <==
#!/bin/bash
# OpenROAD 26Q1-2900-gdf79404cd8, Yosys 0.63+post, stock flow scripts
make -C /OpenROAD-flow-scripts/flow DESIGN_CONFIG=/design/flow/config.mk WORK_HOME=/design/flow/orfs finish
==> flow/config.mk <==
export PLATFORM = sky130hd
export DESIGN_NAME = main
export DESIGN_NICKNAME = main
export VERILOG_FILES = /design/flow/design.v
export SDC_FILE = /design/flow/constraint.sdc
export NUM_CORES = 4
export LEC_CHECK = 1
export CORE_UTILIZATION = 30
==> flow/constraint.sdc <==
current_design main

set clk_period 5.6
set clk_io_pct 0.2

create_clock -name clk0 -period $clk_period [get_ports {clk}]

set non_clock_inputs [all_inputs -no_clocks]
set_input_delay [expr $clk_period * $clk_io_pct] -clock clk0 $non_clock_inputs
set_output_delay [expr $clk_period * $clk_io_pct] -clock clk0 [all_outputs]
==> results.yml <==
# yosys + openroad results
cts:
  clock_path_buffers: 2
  cts.clk_slew.worst_paths_ns: 0.07
  worst_skew_pair.late_latency_ns: 0.36
  postCtsSetupRepairBufs: 0
  cts.sink_count: 111
  cts_buffers: 9
  cts_resized: 0
  h-tree-depth: 3
  cts_tree: "done"
  root_buffer: "clkbuf_16"
  ctsHoldBuffers: 0
job:
  maxCapViolCount: 0
  warnings: 30
routing:
  drc: 0
  wl_per_cell_um: 14.18
  first_iter_violations: 365
  wl_mm: 11.85
  ant_nets: 0
  diodes: 0
  vias: 4295
  vias_per_cell: 5.138
  drt_pass1_iterations: 16
setup_path:
  crit_family: "AND-OR/OR-AND gates"
  required_ns: 5.59
  path_cells: "inv_1 -> ha_1 -> or3b_1 -> or3_4 -> o31ai_1 -> nor3_1 -> a31oi_1"
  endpoint_kind: "flop"
  worstSetupPathType: "reg -> reg"
  cpMaxStageDelayCell: "o31ai_1"
  crit_buf_inv: 1
  crit_path_start_kind: "flop"
  arrival_ns: 3.13
  worst-path-max-fanout: 11
  slowest_delay_ns: 0.58
finish:
  drive_above_1_share_pct: 5.931
  layout_top_cells: "nor2_1 (76), dfxtp_1 (53), dfrtp_1 (50)"
  syn2layout_area_growth_pct: 10.79
  design_area_um2: 6245
  final_common_cell: "nor2_1"
  utilization_pct: 34.30
sta:
  final-hold-violation-count: 0
  slew_headroom_pct: 46.71
  slew_violations: 0
  finalCriticalPeriod_ns: 3.145
  setup_viol: 0
  finalClockPeriodUsage_pct: 56.16
  finClkSkew_ns: 0.01509
  tightest_slew_ns: 0.7994
  rsz0062_at_grt: "false"
  fin_tns_setup_ns: 0
  max_freq_ghz: 0.3180
synthesis:
  synth.area.top_cells: "dfrtp_1 (22%), dfxtp_1 (19%), nor2_1 (5.1%), xnor2_1 (4.7%), edfxtp_1 (4.3%)"
  ff_type: "dfxtp_1"
  synth_cell_types: 72
  ys_ff: 111
  ys_seq_share_pct: 45.28
  yosysChipArea_um2: 5637
  yosys_cells: 603
  synthCells: 603
  synth.largest_area_cell: "dfrtp_1"
  synth.top_cell.area_share_pct: 22.20
  yosys_warnings: 2
  async_flop_share_pct: 45.05
  avgSynthCellArea_um2: 9.348
  synth-edff-count: 8
  synth_area_um2: 5637
global_routing:
  track_usage_pct: 13.05
  grt_pass1_vias: 4004
  grt_pass1_wl_mm: 20.20
  grt_overflow: 0
  antenna_found_initial: 0
  grt_start_max_net_pins: 51
floorplan:
  io-pin-count: 14
  dieArea_um2: 19340
  fp.dieW_um: 139.1
  core_um2: 18210
  die_h_um: 139.1
  rows: 49
  fp_util_pct: 30.96
placement:
  dpl.hpwl_mm: 8.416
  gp_congestion: 0.9762
  portBuffers: 11
  place_area_um2: 5926
run_status:
  status: "finished, final reports clean"
power:
  vdd_drop_max_v: 0.0001924
  cellLeakagePower_nw: 2.484
  p_per_area_nw_per_um2: 255.1
hold_path:
  hold_class: "reg -> reg"
==> state kept, by name, summed over array words and instances (netlist names), 4 cells and up <==
signal and cells:
MAINsekundnik.S0 4, MAINsekundnik.M0 4, MAINsekundnik.M1 4, MAINLCD.LCDM1 4
MAINLCD.LCD_out 6, MAINLCD.licznik 21, MAINLCD.LCDM0 4, MAINsekundnik.S1 4
MAINLCD.LCDH0 4, MAINLCD.LCDS0 4, MAINLCD.LCDH1 4, MAINsekundnik.sekunda 26
MAINLCD.LCDS1 4, MAINsekundnik.H1 4, MAINsekundnik.H0 4
==> metrics by stage <==
| step | power (mW) | cells | hold slack (ns) | worst slack, ns |
|---|---|---|---|---|
| 2_1_floorplan | 0.9231 | 604 | 0.3233 | 2.857 |
| 3_3_place_gp | 0.9387 | 820 | 0.3292 | 2.560 |
| 3_5_place_dp | 0.9396 | 820 | 0.3278 | 2.466 |
| 4_1_cts | 1.620 | 836 | 0.3450 | 2.458 |
| 5_1_grt | 1.665 | 836 | 0.3529 | 2.197 |
| 6_report | 1.593 | 836 | 0.3426 | 2.455 |
==> kinds of logic after synthesis <==
kind of cell | after synthesis | share of synthesized area, %
AOI/OAI and AO/OA | 66 | 8.702
xor gates and xnor gates | 56 | 8.701
adders and majority gates | 9 | 1.998
buffers and inverters | 50 | 3.907
DFF | 111 | 45.28
muxes | 4 | 0.7769
other | 1 | 0.06653
and+or+nand+nor | 306 | 30.57
==> layout make-up <==
class,count,area (um2)
multi-input cells,443,2868
flip-flops and latches,111,2552
clock buffers,13,292.8
repair buffers,14,132.6
well taps,229,286.5
inverters,23,86.33
fillers,1826,11960
clock inverters,3,26.28
==> synthesized netlist by cell type, drive strengths merged (10+ instances only) <==
library cell,count
xnor2,30
clkbuf,17
dfxtp,53
o21ai,14
dfrtp,50
xor2,26
buf,10
nand3,32
inv,23
nand2b,12
and2,11
nor3b,10
nor4,18
nand2,40
nand4,16
nor2b,15
nor3,13
nor2,77
==> final timing paths <==
| path | from | to | slack (ns) | cells after the start |
|---|---|---|---|---|
| max in group asynchronous | reset | MAINsekundnik.M1[3]$_DFFE_PP0P_ | 3.92 | 3 |
| min in group asynchronous | reset | MAINsekundnik.sekunda[3]$_DFFE_PP0P_ | 1.25 | 3 |
| setup / recovery | MAINLCD.licznik[0]$_DFF_P_ | MAINLCD.LCD_out[2]$_DFFE_PP_ | 2.46 | 7 |
| setup reg to reg | MAINLCD.licznik[0]$_DFF_P_ | MAINLCD.LCD_out[2]$_DFFE_PP_ | 2.46 | 7 |
| hold reg to reg | MAINLCD.LCD_out[1]$_DFFE_PP_ | MAINLCD.LCD1$_DFF_P_ | 0.34 | 0 |
| hold / removal | MAINLCD.LCD_out[1]$_DFFE_PP_ | MAINLCD.LCD1$_DFF_P_ | 0.34 | 0 |
==> where the power goes <==
part / switching, mW / leakage, nW / internal (mW)
combinational: 0.0337 / 1.13 / 0.0319
clock: 0.297 / 0.158 / 0.374
sequential: 0.0299 / 1.19 / 0.826
total: 0.361 / 2.48 / 1.23
==> per-layer routing <==
layer	GRT usage, %	up-vias	part of all wire [%]
met5	0	-	0
met4	3.041	0	2.6
met3	2.498	30	5.8
met2	18.98	126	43
met1	20.42	1990	49
li1	-	2149	-
Power is estimated from default activity; no workload was simulated.
